**flow/run.sh**
```bash
#!/bin/bash
# OpenROAD 26Q1-2900-gdf79404cd8, Yosys 0.63+post, stock flow scripts
make -C /OpenROAD-flow-scripts/flow DESIGN_CONFIG=/design/flow/config.mk WORK_HOME=/design/flow/orfs finish
```
**flow/config.mk**
```make
export PLATFORM = sky130hd
export DESIGN_NAME = main_controller
export DESIGN_NICKNAME = main_controller
export VERILOG_FILES = /design/flow/design.v
export SDC_FILE = /design/flow/constraint.sdc
export NUM_CORES = 4
export LEC_CHECK = 1
export CORE_AREA = 10 10 70 70
export DIE_AREA = 0 0 80 80
```
**flow/constraint.sdc**
```tcl
current_design main_controller

set clk_period 1.3
set clk_io_pct 0.2

create_clock -name clk0 -period $clk_period

set non_clock_inputs [all_inputs -no_clocks]
set_input_delay [expr $clk_period * $clk_io_pct] -clock clk0 $non_clock_inputs
set_output_delay [expr $clk_period * $clk_io_pct] -clock clk0 [all_outputs]
```
**flow/design.v**
```verilog
`timescale 1ns/1ps;
module main_controller(RegDst, ALUSrc, MemtoReg, RegWrite, MemRead, MemWrite, Jump, Branch, ALUOp0, ALUOp1, Op);
    input wire [5:0] Op;
    output wire RegDst, ALUSrc, MemtoReg, RegWrite, MemRead, MemWrite, Jump, Branch, ALUOp0, ALUOp1;
    wire Rformat,lw,sw,beq,j;
    assign Rformat = (~Op[0]) & (~Op[1]) & (~Op[2]) & (~Op[3]) & (~Op[4]) & (~Op[5]);
    assign lw = (Op[0]) & (Op[1]) & (~Op[2]) & (~Op[3]) & (~Op[4]) & (Op[5]);
    assign sw = (Op[0]) & (Op[1]) & (~Op[2]) & (Op[3]) & (~Op[4]) & (Op[5]);
    assign beq = (~Op[0]) & (~Op[1]) & (Op[2]) & (~Op[3]) & (~Op[4]) & (~Op[5]);
    assign j = (~Op[0]) & (Op[1]) & (~Op[2]) & (~Op[3]) & (~Op[4]) & (~Op[5]);
    assign RegDst = Rformat;
    assign ALUSrc = lw | sw;
    assign MemtoReg = lw; 
    assign RegWrite = Rformat | lw;
    assign MemRead =  lw;
    assign MemWrite = sw;
    assign Branch = beq;
    assign ALUOp0 = Rformat;
    assign ALUOp1 = beq;
    assign Jump = j;
endmodule
module ALU_controller(ALUOp0, ALUOp1, funct, operation);
    input wire ALUOp0, ALUOp1;
    input wire [5:0] funct;
    output wire [2:0]operation;
    assign operation[0] = (ALUOp1 & (funct[0] | funct[3]));
    assign operation[1] = (~(ALUOp1) | ~(funct[2]));
    assign operation[2] = (ALUOp0 | (ALUOp1 & funct[1]));
endmodule
```
==> flow_summary.toml <==
# yosys + openroad results
[status]
status = "finished, violations left"
violations = "negative setup slack"

[layout]
nClkBuffers = 0
ff_latch_area_um2 = 0
fin_area_um2 = 581
area_growth_pct = 410
seq_cells = 0
layout-drive-gt1-share = 0.980

[floorplan]
ioPinCount = 16
rows = 21
die_h_um = 80
die_area_um2 = 6400
fp_util = 0.0333
die_x_um = 80
core_area_um2 = 3420

[logic_synthesis]
netlist_area_um2 = 114
yosysUniqueCellTypes = 11
ys_seq_share = 0
syn_avg_cell_area_um2 = 7.12
topCellsByArea = "buf_4 20%, nor3_1 13%, a2111oi_2 13%, nor3b_2 11%, nand4b_1 7.7%"
yosys_area_um2 = 114
netlist_instances = 16
yosys_warnings = 0
yosysCellCount = 16
top_area_frac = 0.198
yosysTopAreaCell = "buf_4"
yosys-top-cells-count = "3 x buf_4, 3 x nor3_1, 2 x nor2_1"

[place]
portBuffers = 16
dp_hpwl_um = 727
gp_congestion = 0.824
dp_slack_ps = -1000
postPlaceCellArea_um2 = 370

[worst_hold_path]
hp-class = "in2out"
min_to = "RegWrite"
min-delay-start = "Op[1]"
min_path_cells = 4

[route]
drtIter0Drc = 9
drc_errors = 0
n_antenna_cell = 0
wl_um = 1010
ant_nets = 0
vias_per_cell = 2.80
wl_per_cell_um = 10.4
num_vias = 272
drtPass1Iterations = 2

[setup_path]
worstSetupPathType = "in2out"
path_common_cell = "buf_6"
critPathMaxStageDelay_ps = 550
worstPathCellList = "buf_6 -> or4_4 -> buf_6 -> nor3b_2 -> buf_2"
worstPathRequired_ps = 1040
end_kind = "output pin"
critPathMaxFanout = 2
arrival_ps = 1320
crit_path_top_delay_cell = "or4_4"
startpoint_type = "input pin"
timing.critical_path.buf_inv = 3
path_delay_family = "simple AND/OR/NAND/NOR gates"

[global_routing]
overflow = 0
grt_pass1_wl_um = 1700
grt_pass1_vias = 332
track_usage = 0.0319
antenna_found_initial = 0
grt_start_max_net_pins = 6

[power_and_ir_drop]
p_leak_nw = 0.250
ir_worst_vdd_mv = 0.0460
powerDensity_nw_per_um2 = 196

[run]
warnings = 35
max_cap_violations = 0

[final_timing]
min_period_ps = 1580
fin_crit_sh = 1.21
grt_setup_unrepaired = "true"
fmax_mhz = 634
worst_slack_ps = -277
drv_slew = 0
setup_violations = 8
hold_viol = 0
relSlewSlack = 0.848
tightestPinTransition_ps = 228
fin_tns_setup_ps = -1310
[layout make-up]
class                      instances  area, um2
timing repair buffer              38        347
tap                               46       57.6
multi-input combinational         13        176
fill                             382       2840
[worst max-delay path by stage]
stage	startpoint	cells past startpoint	slack (ps)	to
global route	Op[4]	5	-350	RegDst
CTS	Op[2]	5	-300	Jump
finish	Op[4]	5	-280	Jump
[tightest hold or removal path: cells and delay by family]
family                 cells  cell delay [ps]
AOI/OAI and AO/OA          1               50
buffers and inverters      2              170
and+or+nand+nor            1              110
[metal layers]
| metal | vias to the layer above | share of wire | routed length [um] | GRT usage |
|---|---|---|---|---|
| met2 | 9 | 0.50 | 505 | 0.0562 |
| met1 | 125 | 0.44 | 441 | 0.0383 |
| met4 | 0 | 0.0079 | 8 | 0.00704 |
| li1 | 136 | - | - | - |
| met5 | - | 0 | 0 | 0 |
| met3 | 2 | 0.054 | 54 | 0.00682 |
[cells by family after synthesis]
logic type | Yosys count | share of synthesized area
AND-OR/OR-AND | 1 | 0.132
AND/OR/NAND/NOR | 12 | 0.670
buffers and inverters | 3 | 0.198
[power breakdown]
group          switching, mW  total, mW  leakage [nW]  internal (mW)
combinational         0.0441      0.114         0.250         0.0699
clock                      0          0             0              0
sequential                 0          0             0              0
[metrics by stage]
stage | cells | hold WS, ps | utilization | power, mW
after global placement | 82 | 1590 | 0.108 | 0.0610
after global routing | 97 | 882 | 0.170 | 0.121
after floorplan | 16 | 532 | - | 0.0100
after CTS | 98 | 869 | 0.163 | 0.106
final | 97 | 862 | 0.170 | 0.114
after detailed placement | 82 | 1590 | 0.108 | 0.0622
[repair_timing]
item,4_1_cts,5_1_grt
resized,83,7
hold buffers,0,0
setup buffers,16,1
pin swaps,10,7
endpoints found under the setup margin,10,9
[cell usage in the layout, fill, tap and decap left out, drive strengths merged]
master and count:
or4 1, buf 38, nand3 1, and3 1, nor3b 2, or3 1, nand4b 1, nor3 3
nor2 2, a2111oi 1
Power figures rest on the tool's default switching activity, not on a simulated workload.
