## /design/flow/run.sh

```bash
#!/bin/bash
# OpenROAD 26Q1-2900-gdf79404cd8, Yosys 0.63+post, stock flow scripts
make -C /OpenROAD-flow-scripts/flow DESIGN_CONFIG=/design/flow/config.mk WORK_HOME=/design/flow/orfs finish
```

## /design/flow/design.v

```verilog
`timescale 1ns/1ps;
module d_ff(q,d,clk,reset);
    input wire d,clk,reset;
    output reg q;
    always @(negedge clk or negedge reset) begin
        if(!reset) q<= 1'b0;
        else q <= d;
    end
endmodule
module reg_32bit(q,d,clk,reset);
    input wire [31:0] d;
    output wire [31:0] q;
    input wire clk,reset;
    genvar j;
    generate
        for(j = 0 ; j < 32 ; j=j+1) begin : ff
            d_ff f(q[j],d[j],clk,reset);
        end
    endgenerate
endmodule
module mux32_1(regData,q0,q1,q2,q3,q4,q5,q6,q7,q8,q9,q10,q11,q12,q13,q14,q15,q16,q17,q18,q19,q20,q21,q22,q23,q24,q25,q26,q27,q28,q29,q30,q31,reg_no);
    input wire [31:0] q0,q1,q2,q3,q4,q5,q6,q7,q8,q9,q10,q11,q12,q13,q14,q15,q16,q17,q18,q19,q20,q21,q22,q23,q24,q25,q26,q27,q28,q29,q30,q31;
    input wire [4:0] reg_no;
    output reg [31:0] regData;
    genvar j;
    always @(*) begin
        case (reg_no)
            5'b00000 : regData = q0;
            5'b00001 : regData = q1;
            5'b00010 : regData = q2;
            5'b00011 : regData = q3;
            5'b00100 : regData = q4;
            5'b00101 : regData = q5;
            5'b00110 : regData = q6;
            5'b00111 : regData = q7;
            5'b01000 : regData = q8;
            5'b01001 : regData = q9;
            5'b01010 : regData = q10;
            5'b01011 : regData = q11;
            5'b01100 : regData = q12;
            5'b01101 : regData = q13;
            5'b01110 : regData = q14;
            5'b01111 : regData = q15;
            5'b10000 : regData = q16;
            5'b10001 : regData = q17;
            5'b10010 : regData = q18;
            5'b10011 : regData = q19;
            5'b10100 : regData = q20;
            5'b10101 : regData = q21;
            5'b10110 : regData = q22;
            5'b10111 : regData = q23;
            5'b11000 : regData = q24;
            5'b11001 : regData = q25;
            5'b11010 : regData = q26;
            5'b11011 : regData = q27;
            5'b11100 : regData = q28;
            5'b11101 : regData = q29;
            5'b11110 : regData = q30;
            5'b11111 : regData = q31;
        endcase 
    end
endmodule
module decoder5_32(register,reg_no);
    input wire [4:0] reg_no;
    output reg [31:0]register;
    always @(*) begin
        register = 32'b0;
        register[reg_no] = 1'b1;
    end
endmodule
module RegFile(clk,reset,ReadReg1,ReadReg2,WriteData,WriteReg,RegWrite,ReadData1,ReadData2);
    input wire clk,reset,RegWrite;
    input wire [4:0] ReadReg1, ReadReg2,WriteReg;
    output wire [31:0] ReadData1, ReadData2;
    input wire [31:0] WriteData;
    genvar j;
    wire [31:0] q [31:0];
    wire [31:0] register;
    decoder5_32 d(register,WriteReg);
    generate
        for(j = 0 ; j < 32 ; j=j+1) begin
            reg_32bit r(q[j],WriteData,register[j]&RegWrite&clk,reset);
        end
    endgenerate
    mux32_1 mux1(ReadData1,q[0],q[1],q[2],q[3],q[4],q[5],q[6],q[7],q[8],q[9],q[10],q[11],q[12],q[13],q[14],q[15],q[16],q[17],q[18],q[19],q[20],q[21],q[22],q[23],q[24],q[25],q[26],q[27],q[28],q[29],q[30],q[31],ReadReg1);
    mux32_1 mux2(ReadData2,q[0],q[1],q[2],q[3],q[4],q[5],q[6],q[7],q[8],q[9],q[10],q[11],q[12],q[13],q[14],q[15],q[16],q[17],q[18],q[19],q[20],q[21],q[22],q[23],q[24],q[25],q[26],q[27],q[28],q[29],q[30],q[31],ReadReg2);
endmodule
```

## /design/flow/config.mk

```make
export PLATFORM = sky130hd
export DESIGN_NAME = RegFile
export DESIGN_NICKNAME = RegFile
export VERILOG_FILES = /design/flow/design.v
export SDC_FILE = /design/flow/constraint.sdc
export NUM_CORES = 4
export LEC_CHECK = 1
export CORE_UTILIZATION = 30
```

## /design/flow/constraint.sdc

```tcl
current_design RegFile

set clk_period 12.6
set clk_io_pct 0.2

create_clock -name clk0 -period $clk_period

set non_clock_inputs [all_inputs -no_clocks]
set_input_delay [expr $clk_period * $clk_io_pct] -clock clk0 $non_clock_inputs
set_output_delay [expr $clk_period * $clk_io_pct] -clock clk0 [all_outputs]
```

==> results_dict.tcl <==
# flow metrics
set metrics [dict create \
    outcome "finished, final reports clean" \
    drv_cap 0 \
    max_stage_delay_ns 0.91 \
    hp-start "ReadReg2[3]" \
    tool_warnings 39 \
    criticalPathCategory "in2out" \
    route.detailed.drc 0 \
    grt_max_degree 145 \
    yosys_area_um2 39100 \
    ys_ff 1024 \
    fmaxAchievable_mhz 105 \
    critPathCaptureType "primary output" \
    holdCritPathClass "in2out" \
    slowest_stage "nor2_4" \
    die_w_um 363 \
    final-hold-violation-count 0 \
    grt.total_usage_pct 34.7 \
    setup_tns_ns 0 \
    min_to "ReadData2[13]" \
    edf_count 0 \
    postCtsHoldBufs 0 \
    cp.arrival_ns 7.02 \
    reg_top3 "genblk1.r.ff.f.q: 1024 flops" \
    postSynthSeqShare_pct 65.6 \
    setup_viol_count_final 0 \
    unclocked_regs 1024 \
    chipArea_um2 132000 \
    p_per_area_nw_per_um2 15.1 \
    postRouteWirelength_um 222000 \
    wl_per_cell_um 44.5 \
    p_int_mw 0.225 \
    tightest_slew_ns 1.11 \
    ios 114 \
    post_cts_buffers 0 \
    yosysTopAreaCellShare_pct 65.6 \
    path_cells "buf_2 > buf_4 > nand2_2 > nor2_4 > buf_4 > a32oi_1 > nand4_1 > nor2_1 > a31oi_1 > clkdlybuf4s50_1" \
    top_register "genblk1.r.ff.f.q" \
    slew_headroom_pct 25.7 \
    required_ns 10.08 \
    top_cells_by_count "1024 x dfrtn_1, 777 x a22oi_1, 209 x nand2_1" \
    yosysUniqueCellTypes 68 \
    num_rows 132 \
    rsz0062_at_grt "false" \
    grt_pass1_vias 35100 \
    drv_slew 0 \
    synthArstFlopShare_pct 100 \
    drtIter0Drc 4007 \
    power.net_switching_mw 0.433 \
    worstPathMaxFanout 43 \
    gp_congestion 1.08 \
    total_power_mw 0.658 \
    dpl_cell_area_um2 43500 \
    cp_common_cell "buf_4" \
    hold_path_depth 5 \
    port_buffers 114 \
    startpoint_type "input pin" \
    fin_crit_ns 9.54 \
    design_area_um2 43500 \
    area_leaders "dfrtn_1 66%, a22oi_1 15%, nand2_1 2.0%, nand4_1 1.7%, nor2_1 1.5%" \
    syn_avg_cell_area_um2 12.5 \
    ant_nets 0 \
    ir_worst_vdd_v 0.0000123 \
    post-route-period-util_pct 75.7 \
    ys_warn_count 4 \
    ys_cells 3123 \
    top_area_cell "dfrtn_1" \
    switching_share_pct 65.8 \
    leakage_nw 17.5 \
    synth_cells 3123 \
    post-dp-hpwl_um 134000 \
    synth_area_um2 39100 \
    syn2layout_area_growth_pct 11.3 \
    vias_per_cell 6.94 \
    drt_pass1_iterations 10 \
    grt_pass1_wl_um 297000 \
    synth-main-ff-cell "dfrtn_1" \
    synth.most_common_cell "dfrtn_1" \
    whs_ns 6.33 \
    grt_overflow 0 \
    fp-utilization_pct 30.2 \
    ctsResizeCount 0 \
    untimed_endpoints 1024 \
    largest_reg_flops 1024 \
    via_count 34500 \
    antenna_found_initial 19 \
    core_area_um2 129000 \
    die_h_um 363 \
    drive_above_1_share_pct 10.3 \
]
==> metrics by stage <==
stage | util (%) | std cells | setup slack, ns
after CTS | 33.6 | 4955 | 3.44
after global routing | 33.6 | 4955 | 3.17
after global placement | 33.6 | 4955 | 3.41
after floorplan | - | 3123 | 6.02
final | 33.7 | 4976 | 3.06
after detailed placement | 33.6 | 4955 | 3.46
==> placed cells by master, fill, tap and decap left out, drive strengths merged, types with 16 or more instances in the layout <==
cell / synthesis / layout
dfrtn: 1024 / 1024
nor2: 172 / 172
a21oi: 85 / 85
nand3: 48 / 48
a22oi: 777 / 777
buf: 140 / 209
a32oi: 17 / 17
o32a: 20 / 20
o21ai: 21 / 21
nand4: 105 / 105
mux2i: 22 / 22
nor4: 32 / 32
a222oi: 16 / 16
nor3: 66 / 66
clkdlybuf4s50: 0 / 108
a22o: 38 / 38
a221oi: 39 / 39
nand2: 211 / 211
diode: 0 / 21
==> worst max-delay path by stage <==
| stage | cells past startpoint | from | slack [ns] | end |
|---|---|---|---|---|
| 6_report | 10 | ReadReg2[0] | 3.06 | ReadData2[22] |
| 5_1_grt | 10 | ReadReg2[0] | 3.17 | ReadData2[22] |
| 4_1_cts | 10 | ReadReg2[0] | 3.44 | ReadData2[22] |
==> critical path: cells and delay by family <==
family | cells | cell delay [ns]
buf+inv | 4 | 2.14
compound gates | 2 | 0.48
simple gates | 4 | 1.75
==> final cells by class <==
type	instances	area, um2
antenna	21	52.6
fill	12700	85800
inverter	8	30.0
multi-input combinational	1864	13000
sequential	1024	25600
tap	1742	2180
timing repair buffer	317	2660
==> power by group through the flow <==
stage / clock, mW / combinational (mW) / sequential (mW)
after global routing: 0 / 0.623 / 0.0569
after CTS: 0 / 0.579 / 0.0559
==> metal layers <==
layer	track usage, %	vias up	part of all wire, %
met4	21.3	32	8.4
met2	45.7	4093	40
met1	37.3	16800	32
li1	-	12300	-
met3	28.8	1313	20
met5	3.09	-	0.24
==> logic make-up (layout without fill, tap and decap cells) <==
| group | after synthesis | count (layout) | synth area share [%] |
|---|---|---|---|
| compound gates | 1088 | 1088 | 20.9 |
| flops | 1024 | 1024 | 65.6 |
| simple gates | 727 | 727 | 9.29 |
| buf+inv | 235 | 325 | 2.88 |
| mux | 40 | 40 | 1.17 |
| xor+xnor | 5 | 5 | 0.112 |
| fa+ha+maj | 4 | 4 | 0.128 |
| other cells | 0 | 21 | 0 |
Power is estimated from default activity; no workload was simulated.
